$ cat flow/config.mk
export PLATFORM = sky130hd
export DESIGN_NAME = uart
export DESIGN_NICKNAME = uart
export VERILOG_FILES = /design/flow/design.v
export SDC_FILE = /design/flow/constraint.sdc
export NUM_CORES = 4
export LEC_CHECK = 1
export CORE_UTILIZATION = 50
$ cat flow/constraint.sdc
current_design uart

set clk_period 5.0
set clk_io_pct 0.2

create_clock -name clk0 -period $clk_period [get_ports {clk}]

set non_clock_inputs [all_inputs -no_clocks]
set_input_delay [expr $clk_period * $clk_io_pct] -clock clk0 $non_clock_inputs
set_output_delay [expr $clk_period * $clk_io_pct] -clock clk0 [all_outputs]
$ cat flow/run.sh
#!/bin/bash
# OpenROAD 26Q1-2900-gdf79404cd8, Yosys 0.63+post, stock flow scripts
make -C /OpenROAD-flow-scripts/flow DESIGN_CONFIG=/design/flow/config.mk WORK_HOME=/design/flow/orfs finish
$ cat flow/design.v
`default_nettype none
module uart #(
  parameter BAUD_DIV = 234   
)(
  input wire clk,
  input wire uart_rx,
  output wire uart_tx,
  output reg [5:0] led,
  input wire enable_tx,
  input wire [7:0] tx_data,
  output reg tx_done
);
reg [3:0] rxState = 0;
reg [12:0] rxCounter = 0;
reg [7:0] dataIn = 0;
reg [2:0] rxBitNumber = 0;
reg byteReady = 0;
localparam RX_IDLE = 0, RX_START = 1, RX_WAIT = 2, RX_READ = 3, RX_STOP = 4;
localparam HALF_BAUD = BAUD_DIV / 2;
always @(posedge clk) begin
  case (rxState)
    RX_IDLE: begin
      if (!uart_rx) begin
        rxState <= RX_START;
        rxCounter <= 1;
        rxBitNumber <= 0;
        byteReady <= 0;
      end
    end
    RX_START: begin
      if (rxCounter == HALF_BAUD) begin
        rxState <= RX_WAIT;
        rxCounter <= 1;
      end else
        rxCounter <= rxCounter + 1;
    end
    RX_WAIT: begin
      rxCounter <= rxCounter + 1;
      if (rxCounter + 1 == BAUD_DIV)
        rxState <= RX_READ;
    end
    RX_READ: begin
      rxCounter <= 1;
      dataIn <= {uart_rx, dataIn[7:1]};
      rxBitNumber <= rxBitNumber + 1;
      if (rxBitNumber == 3'b111)
        rxState <= RX_STOP;
      else
        rxState <= RX_WAIT;
    end
    RX_STOP: begin
      rxCounter <= rxCounter + 1;
      if (rxCounter + 1 == BAUD_DIV) begin
        rxState <= RX_IDLE;
        byteReady <= 1;
      end
    end
  endcase
end
always @(posedge clk) begin
  if (byteReady)
    led <= ~dataIn[5:0];
end
reg [3:0] txState = 0;
reg [12:0] txCounter = 0;
reg [7:0] dataOut = 0;
reg [2:0] txBitNumber = 0;
reg txReg = 1;
assign uart_tx = txReg;
localparam TX_IDLE=0, TX_START=1, TX_SEND=2, TX_STOP=3;
always @(posedge clk) begin
  case (txState)
    TX_IDLE: begin
      txReg <= 1;
      tx_done <= 0;
      if (enable_tx) begin
        txState <= TX_START;
        dataOut <= tx_data;
        txCounter <= 0;
        txBitNumber <= 0;
      end
    end
    TX_START: begin
      txReg <= 0;
      if (txCounter + 1 == BAUD_DIV) begin
        txState <= TX_SEND;
        txCounter <= 0;
      end else
        txCounter <= txCounter + 1;
    end
    TX_SEND: begin
      txReg <= dataOut[txBitNumber];
      if (txCounter + 1 == BAUD_DIV) begin
        if (txBitNumber == 3'b111) begin
          txState <= TX_STOP;
        end else
          txBitNumber <= txBitNumber + 1;
        txCounter <= 0;
      end else
        txCounter <= txCounter + 1;
    end
    TX_STOP: begin
      txReg <= 1;
      if (txCounter + 1 == BAUD_DIV) begin
        tx_done <= 1;
        txState <= TX_IDLE;
        txCounter <= 0;
      end else
        txCounter <= txCounter + 1;
    end
  endcase
end
endmodule
==> flow_summary.toml <==
# synthesis and place-and-route metrics
[cts]
cts_hold_buf = 0
cts_tree = "built"
cts_max_level = 3
clkSlewWorstSetupHoldPaths_ns = 0.07
cts_buffer_depth = 2
numCtsBuffers = 9
worstSkewPairLatency_ns = 0.33
cts_repair_resize_count = 0
cts_setup_buffers = 0
cts_sinks = 62
root_buffer = "clkbuf_8"

[die]
fp_util_pct = 51.9
ios = 19
die_h_um = 83.2
die_area_sq_um = 6920
core_area_sq_um = 6350
placementRows = 29
dieWidth_um = 83.2

[route]
drt_iter0_drc = 66
drtAntennaViolNets = 0
routedWlPerCell_um = 13.3
via_count = 2045
first_pass_iters = 4
route.detailed.drc = 0
antenna_cells = 0
wl_mm = 5.06
viasPerCell = 5.37

[setup_path]
end_kind = "flop"
cpPeakStageDelay_ns = 0.48
crit_path_cell_trace = "ha_1 > a21bo_2 > o22ai_1 > a21oi_2 > a2111oi_2 > and2_1 > a32o_1"
setup.worst_path.start_class = "flop"
path_class = "flop to flop"
worstPathMaxFanout = 9
crit_slowest_cell = "edfxtp_1"
ff2ff_path_depth = 7
cp.required_ns = 5.03
arrival_ns = 2.86

[timing]
finalSetupTns_ns = 0
fmax_mhz = 353
hold_viol = 0
relSlewSlack_pct = 43.8
fin_ws_ns = 2.16
worstMarginPinSlew_ns = 0.839
rsz0062_at_grt = "false"
skew_ns = 0.00820
final_max_slew_viol_count = 0
finalCritPeriodShare_pct = 56.7
setup_violations = 0
layout_min_cycle_time_ns = 2.84

[power_and_ir_drop]
power_mw = 1.82
leakage_nw = 1.30
p_per_area_nw_per_um2 = 489
vdd_ir_drop_max_mv = 0.327

[final_layout]
num-fill-cells = 487
drive_above_1_share_pct = 11.2
syn_to_final_growth_pct = 13.0
post-route-util_pct = 58.7

[global_route]
grt-ovfl-total = 0
grt_pass1_vias = 1961
antenna_found_initial = 0
track_usage_pct = 17.0
grt_pass1_wl_mm = 8.91
grt_max_degree = 19

[status]
outcome = "complete, no violations"

[yosys]
yosysCellCount = 282
enable_flop_cells = 62
synth.ff_latch_count = 62
ys.flop_type = "edfxtp_1"
ys_sh_simple_pct = 18.6
synth_cell_types = 51
syn_inst = 282
synthMuxAreaShare_pct = 3.08
ys_sh_adder_pct = 4.56
netlist_area_sq_um = 3300
yosys.stat.seqShare_pct = 56.5
yosys-top-cells-count = "62 x edfxtp_1, 35 x nor2_1, 17 x inv_1"
ys_top_logic_family = "simple AND/OR/NAND/NOR gates"
top_cell_area_share_pct = 56.5
top_cell = "edfxtp_1"
ys_sh_xor_pct = 6.64
yosys_warnings = 1
yosys-top-cells-area = "edfxtp_1 56%, ha_1 4.6%, xnor2_1 4.3%, nor2_1 4.0%, xor2_1 2.4%"
synthArstFlopShare_pct = 0
largest_area_cell = "edfxtp_1"
syn_area_per_cell_sq_um = 11.7
aoi_share_pct = 6.34
yosys_area_sq_um = 3300

[hold_path]
worstHoldPathType = "flop to flop"
hold_depth = 0

[place]
routabilityCongestion = 0.839
dp_hpwl_mm = 3.44
io_buffers = 18
post-place-ws_ns = 2.16

[flow_run]
cap_violations = 0
openroad.warnings = 30
==> worst max-delay path: cells and delay by family (launching register included) <==
family / cells / cell delay [ns]
AND-OR/OR-AND: 5 / 1.29
flip-flops: 1 / 0.48
adder cells (fa/ha/maj): 1 / 0.39
AND/OR/NAND/NOR: 1 / 0.37
==> state kept, by name, indices dropped and copies added (netlist names) <==
signal	cells
byteReady	1
dataIn	8
dataOut	8
led	6
rxBitNumber	3
rxCounter	13
rxState	3
txBitNumber	3
txCounter	13
txReg	1
txState	2
tx_done	1
==> layout by cell type (no fill, tap or decap), types with 7 or more instances in the layout <==
master	instances
clkdlybuf4s50_1	18
xor2_1	9
o21ai_0	9
and2_1	7
xnor2_1	16
nand3_1	13
ha_1	12
nand2_1	13
clkbuf_8	9
nor2_1	35
inv_1	17
nor3_1	12
edfxtp_1	62
==> final timing paths <==
| kind | slack [ns] | startpoint | endpoint |
|---|---|---|---|
| setup / recovery | 2.16 | txCounter[0]$_SDFFCE_PP0P_ | txBitNumber[1]$_SDFFCE_PN0P_ |
| hold / removal | 0.41 | dataIn[6]$_DFFE_PP_ | dataIn[5]$_DFFE_PP_ |
| setup reg to reg | 2.16 | txCounter[0]$_SDFFCE_PP0P_ | txBitNumber[1]$_SDFFCE_PN0P_ |
| hold reg to reg | 0.41 | dataIn[6]$_DFFE_PP_ | dataIn[5]$_DFFE_PP_ |
==> final cells by class <==
class                           count  area, sq um  area share [%]
Sequential cell                    62         1860            50.0
Multi-Input combinational cell    189         1290            34.8
Timing Repair Buffer               20          195            5.24
Clock buffer                       10          128            3.43
Tap cell                           77         96.3            2.59
Clock inverter                      6         85.1            2.28
Inverter                           17         63.8            1.71
==> logic make-up (layout without fill, tap and decap cells) <==
logic type / Yosys count / count (layout)
xor gates and xnor gates: 25 / 25
adders and majority gates: 12 / 12
muxes: 7 / 7
buffers and inverters: 31 / 53
AOI/OAI and AO/OA: 30 / 30
DFF: 62 / 62
other: 1 / 1
and+or+nand+nor: 114 / 114
==> stage by stage <==
step	hold slack, ns	area (sq um)	std cells
after floorplan	0.400	3300	282
after global placement	0.406	3510	365
after detailed placement	0.405	3510	365
after CTS	0.413	3720	381
after global routing	0.420	3720	381
final	0.414	3720	381
==> per-layer routing <==
metal	global-route usage, %	routed length [um]
met2	23.9	2180
met4	2.19	40
met3	3.94	164
met5	0	0
met1	31.1	2680
==> power breakdown <==
| part | total [mW] | internal [mW] | switching, mW | leakage (nW) |
|---|---|---|---|---|
| combinational | 0.422 | 0.191 | 0.231 | 0.577 |
| clock | 0.470 | 0.280 | 0.190 | 0.104 |
| sequential | 0.927 | 0.777 | 0.150 | 0.622 |
Power is estimated from default activity; no workload was simulated.
